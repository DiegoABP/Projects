**flow/config.mk**
```make
export PLATFORM = sky130hd
export DESIGN_NAME = incremento
export DESIGN_NICKNAME = incremento
export VERILOG_FILES = /design/flow/design.v
export SDC_FILE = /design/flow/constraint.sdc
export NUM_CORES = 4
export LEC_CHECK = 1
export CORE_AREA = 10 10 70 70
export DIE_AREA = 0 0 80 80
```
**flow/constraint.sdc**
```tcl
current_design incremento

set clk_period 2.5
set clk_io_pct 0.2

create_clock -name clk0 -period $clk_period

set non_clock_inputs [all_inputs -no_clocks]
set_input_delay [expr $clk_period * $clk_io_pct] -clock clk0 $non_clock_inputs
set_output_delay [expr $clk_period * $clk_io_pct] -clock clk0 [all_outputs]
```
**flow/design.v**
```verilog
module carry_lookahead_adderr(A,B,cin,S,Ck);
parameter bits=4;
input signed [bits-1:0] A;
input signed [bits-1:0] B;
input cin;
output signed [bits:0] S;
output Ck;
wire  signed [bits:0] C; 
wire  signed [bits-1:0] G, P;
assign C[0]=cin ;
genvar i;
generate
	for (i=0; i<(bits); i=i+1) begin
		and ANDG(G[i],A[i],B[i]);
		xor XORP(P[i],A[i],B[i]);
	end	
endgenerate
genvar j;
generate
	for (j=1; j<(bits+1); j=j+1) begin
		assign C[j]=G[j-1]|(P[j-1]&C[j-1]);
	end
endgenerate
genvar k;
generate
	for (k=0; k<(bits); k=k+1) begin
		xor XORS(S[k],P[k],C[k]);
	end
endgenerate
assign S[bits]=C[bits];
assign Ck=C[bits-1];  
endmodule 
module incremento(A,B,Sc,cin,N,V,Co);
parameter bits=4;
input signed [bits-1:0] A;
input signed [bits-1:0] B;
input cin;
wire signed [bits-1:0] C=1;
wire signed [bits:0] S;
wire Ck; 
reg [bits-1:0] Op;
output signed [bits-1:0] Sc;
output Co;
output N,V;
always @(cin or A or B) begin
case (cin)
	1'b0 : Op=A;
	1'b1 : Op=B;
endcase
end
carry_lookahead_adderr #(.bits(bits))CLv(.A(Op),.B(C),.cin(1'b0),.S(S),.Ck(Ck));
assign Co=S[bits];
assign Sc=S[bits-1:0];
assign N=Co|S[bits-1];
assign V=Co^Ck;
endmodule 
```
**flow/run.sh**
```bash
#!/bin/bash
# OpenROAD 26Q1-2900-gdf79404cd8, Yosys 0.63+post, stock flow scripts
make -C /OpenROAD-flow-scripts/flow DESIGN_CONFIG=/design/flow/config.mk WORK_HOME=/design/flow/orfs finish
```
==> job_summary.md <==
## Synthesis and layout report

| Metric | Value |
|---|---|
| Count of routing violations after the opening detailed-route iteration | `0` |
| HP Start | `A[0]` |
| Post-route antenna net violation count | `0` |
| Multiplexer share | `49.6%` |
| Num rows | `21` |
| Number of detailed-route iterations in the first pass | `1` |
| Number of standard cells reported by yosys | `14` |
| Fraction of synthesized cell area in xor and xnor cells | `0%` |
| Synth top area share | `38.8%` |
| Via count of the first global-routing pass | `185` |
| Number of top-level pins | `16` |
| AND-OR/OR-AND Cells, Area Fraction | `0%` |
| Average vias per placed instance | `2.13` |
| Fin crit share | `96.7%` |
| Final antenna diode count | `0` |
| Maximum clock rate | `0.414 GHz` |
| Type of the setup path with the least slack | `in -> out` |
| Fraction of layout instances using a drive strength above 1 | `30.0%` |
| Number of input and output port buffers inserted | `16` |
| Required time of the critical path | `2.00 ns` |
| Post-route worst hold slack | `1.67 ns` |
| Library cell with the largest summed area after synthesis | `sky130_fd_sc_hd__ha_1` |
| Status | `complete, no violations` |
| Final RePlAce weighted congestion | `0.728` |
| Residual overflow from global routing | `0` |
| Post-Place Cell Area | `375 sq um` |
| Worst Tran Pin Value | `0.335 ns` |
| Number of design rule violations left after detail routing | `0` |
| Total leakage power | `0.174 nW` |
| Max-Cap Viols | `0` |
| Postcts setup bufs | `0` |
| Critical path startpoint | `A[1]` |
| Number of clock buffers in the layout | `0` |
| Maximum ir drop on the vdd rail | `55.9 uV` |
| Die X-Extent | `80 microns` |
| Routed vias | `162` |
| Warning count from the yosys run | `1` |
| Core Footprint | `3420 sq um` |
| Largest fanout on the critical path | `3` |
| Synth Instances | `14` |
| Adder-Cell Fraction of Synth Area | `38.8%` |
| Synth top area cells | `sky130_fd_sc_hd__ha_1 39%, sky130_fd_sc_hd__mux2_4 37%, sky130_fd_sc_hd__mux2i_1 12%, sky130_fd_sc_hd__buf_6 7.0%, sky130_fd_sc_hd__inv_1 4.7%` |
| Die Height | `80 microns` |
| Largest net degree at the start of global routing | `5` |
| Element type at the critical path start | `input port` |
| Distinct lib cells | `5` |
| Synth Seq Share | `0%` |
| Final standard cell area without fillers | `404 sq um` |
| Type of element capturing the critical path | `primary output` |
| Dominant combinational family | `multiplexers` |
| Initial core utilization | `4.73%` |
| Detailed-route wire length | `517 microns` |
| Class of the most critical hold timing path | `in -> out` |
| Relative slew slack | `77.0%` |
| Cell Pwr Density | `146 nW/um^2` |
| Arrival time of the worst setup path | `1.92 ns` |
| Number of warning messages in the logs | `34` |
| Hold violation total from the final report | `0` |
| RSZ-0062 raised after global routing | `false` |
| Max-slew violation total from the final report | `0` |
| Synthesis-to-finish area growth | `150%` |
| DIE AREA | `6400 sq um` |
| Routed wire per std cell | `6.80 microns` |
| Initial antenna violation count | `0` |
| Final-layout fill cell count | `410` |
| Post-Syn Area per Cell | `11.5 sq um` |
| Post-Synthesis Cell Area | `161 sq um` |
| Sequential cell area | `0 sq um` |
| Total power of the final layout | `0.0591 mW` |
| Layout sequential cell count | `0` |
| Yosys chip area | `161 sq um` |
| Endpoints failing setup | `0` |
| Simple-gate portion of the synthesized area | `0%` |
| Global-route wire length before repair | `786 microns` |
| Total Routing Usage GR | `1.52%` |
| Clock period minus final worst setup slack | `2.42 ns` |
layout by cell type, fill, tap and decap left out:
cell type                         netlist  final
sky130_fd_sc_hd__clkdlybuf4s15_1        0      1
sky130_fd_sc_hd__mux2_4                 4      4
sky130_fd_sc_hd__dlygate4sd2_1          0      7
sky130_fd_sc_hd__clkdlybuf4s50_1        0      8
sky130_fd_sc_hd__ha_4                   0      3
sky130_fd_sc_hd__inv_1                  2      1
sky130_fd_sc_hd__mux2i_1                2      2
sky130_fd_sc_hd__ha_1                   5      2
sky130_fd_sc_hd__inv_2                  0      1
sky130_fd_sc_hd__buf_4                  0      1
what timing repair did:
action	in CTS	in global routing
resized	15	1
endpoints found under the hold margin	0	0
pin swaps	2	2
setup endpoints to repair	6	1
hold buffers	0	0
cell families after synthesis:
logic type	Yosys count
adder cells (fa/ha/maj)	5
multiplexers	6
buffers and inverters	3
routing by layer:
| layer | GRT usage [%] | vias to the layer above | part of all wire (%) |
|---|---|---|---|
| li1 | - | 80 | - |
| met1 | 2.24 | 66 | 55 |
| met2 | 1.61 | 16 | 24 |
| met3 | 1.36 | 0 | 21 |
| met4 | 0 | 0 | 0 |
| met5 | 0 | - | 0 |
path summary, 6_finish.rpt:
kind | to | slack, ns | depth (start not counted)
hold / removal | Sc[0] | 1.67 | 3
setup / recovery | N | 0.08 | 8
synthesized netlist by cell type:
| cell type | n |
|---|---|
| sky130_fd_sc_hd__buf_6 | 1 |
| sky130_fd_sc_hd__ha_1 | 5 |
| sky130_fd_sc_hd__inv_1 | 2 |
| sky130_fd_sc_hd__mux2_4 | 4 |
| sky130_fd_sc_hd__mux2i_1 | 2 |
critical path, stage by stage:
cell                              delay [ns]
sky130_fd_sc_hd__clkdlybuf4s50_1        0.39
sky130_fd_sc_hd__mux2_4                 0.28
sky130_fd_sc_hd__ha_4                   0.16
sky130_fd_sc_hd__ha_4                   0.16
sky130_fd_sc_hd__inv_2                  0.06
sky130_fd_sc_hd__ha_4                   0.11
sky130_fd_sc_hd__inv_1                  0.03
sky130_fd_sc_hd__dlygate4sd2_1          0.22
area by class of cell:
type / count / area [sq um] / area share (%)
Timing Repair Buffer: 17 / 159 / 39.3
Inverter: 2 / 7.51 / 1.86
Multi-Input combinational cell: 11 / 180 / 44.6
Tap cell: 46 / 57.6 / 14.2
report_power, final:
group	internal, mW	switching, mW	total [mW]
Clock	0	0	0
Combinational	0.0419	0.0172	0.0591
Sequential	0	0	0
stage by stage:
step                setup TNS, ns  cells  worst slack (ns)  utilization, %
global route                    0     76            0.0358            11.8
finish                          0     76            0.0824            11.8
CTS                             0     76           0.00994            11.8
detailed placement          -2.13     76            -0.507            11.0
floorplan                       0     14             0.459               -
global placement            -2.00     76            -0.474            11.0
Power is estimated from default activity; no workload was simulated.
