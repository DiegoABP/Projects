==> flow/design.v <==
module carry_lookahead_adderr(A,B,cin,S,Ck);
parameter bits=4;
input signed [bits-1:0] A;
input signed [bits-1:0] B;
input cin;
output signed [bits:0] S;
output Ck;
wire  signed [bits:0] C; 
wire  signed [bits-1:0] G, P;
assign C[0]=cin ;
genvar i;
generate
	for (i=0; i<(bits); i=i+1) begin
		and ANDG(G[i],A[i],B[i]);
		xor XORP(P[i],A[i],B[i]);
	end	
endgenerate
genvar j;
generate
	for (j=1; j<(bits+1); j=j+1) begin
		assign C[j]=G[j-1]|(P[j-1]&C[j-1]);
	end
endgenerate
genvar k;
generate
	for (k=0; k<(bits); k=k+1) begin
		xor XORS(S[k],P[k],C[k]);
	end
endgenerate
assign S[bits]=C[bits];
assign Ck=C[bits-1];  
endmodule 
module decremento(A,B,Sc,cin,N,V,Co);
parameter bits=4;
input signed [bits-1:0] A;
input signed [bits-1:0] B;
input cin;
wire signed [bits-1:0] C=1;
wire  [bits:0] S;
output [bits-1:0] Sc;
wire signed [bits-1:0] Bc=-C;
wire Ck;
reg [bits-1:0] Op;
output Co;
output N,V;
always @(cin or A or B) begin
case (cin)
	1'b0 : Op=A;
	1'b1 : Op=B;
endcase
end
carry_lookahead_adderr #(.bits(bits))CLv(.A(Op),.B(Bc),.cin(1'b0),.S(S),.Ck(Ck));
assign Co=S[bits];
assign Sc=S[bits-1:0];
assign N=S[bits-1];
assign V=Co^Ck;
endmodule
==> flow/run.sh <==
#!/bin/bash
# OpenROAD 26Q1-2900-gdf79404cd8, Yosys 0.63+post, stock flow scripts
make -C /OpenROAD-flow-scripts/flow DESIGN_CONFIG=/design/flow/config.mk WORK_HOME=/design/flow/orfs finish
==> flow/config.mk <==
export PLATFORM = sky130hd
export DESIGN_NAME = decremento
export DESIGN_NICKNAME = decremento
export VERILOG_FILES = /design/flow/design.v
export SDC_FILE = /design/flow/constraint.sdc
export NUM_CORES = 4
export LEC_CHECK = 1
export CORE_AREA = 10 10 70 70
export DIE_AREA = 0 0 80 80
==> flow/constraint.sdc <==
current_design decremento

set clk_period 1.3
set clk_io_pct 0.2

create_clock -name clk0 -period $clk_period

set non_clock_inputs [all_inputs -no_clocks]
set_input_delay [expr $clk_period * $clk_io_pct] -clock clk0 $non_clock_inputs
set_output_delay [expr $clk_period * $clk_io_pct] -clock clk0 [all_outputs]
==> metrics.yaml <==
hold_ws_ns: 0.930
hold_path.class: "in2out"
flop_area_um2: 0
period_used_pct: 126
critPathMaxFanout: 3
tightest_slew_ns: 0.214
final.setup.tns_ns: -0.967
design.seq.count: 0
fin_area_um2: 432
pin_count: 16
crit_required_ns: 1.04
core_area_mm2: 0.00342
top_cell_area_share_pct: 36.0
ys_seq_share_pct: 0
arrival_ns: 1.38
ys_cells: 15
gp_congestion: 0.712
maxCapViolCount: 0
synthCells: 15
n_clock_buffer: 0
core.rowCount: 21
drv_slew: 0
routedWlPerCell_um: 7.75
fp.dieArea_mm2: 0.00640
fp.dieW_um: 80
placed_area_um2: 373
ant_nets: 0
topCellsByArea: "ha_1 36%, mux2i_1 29%, inv_1 11%"
peakVddDrop_uv: 102
yosysTopAreaCell: "ha_1"
final.min_clock_period_ns: 1.64
vias_per_cell: 2.15
crit_top_cell: "ha_4"
relSlewSlack_pct: 85.4
grt_pass1_vias: 214
drtPass1Iterations: 4
track_usage_pct: 1.89
drtIter0Drc: 1
end_kind: "primary output"
antenna_found_initial: 0
path_cells: "buf_12 > mux2i_4 > ha_4 > ha_4 > ha_4 > inv_2 > buf_6 > buf_6"
ys_area_um2: 139
yosys_warnings: 1
n_antenna_cell: 0
finalHoldViolCount: 0
fmax_mhz: 611
die_h_um: 80
vias: 170
synthDistinctLibCells: 6
cts_hold_buf: 0
path_class: "in2out"
cp_slowest_cell: "ha_4"
grt_pass1_wl_um: 972
grt.overflow.total: 0
rsz0062_at_grt: "true"
fp_util_pct: 4.07
drive_above_1_share_pct: 78.8
finalSetupViolations: 5
grt_max_degree: 4
portBuffers: 16
worst_setup_path_start_kind: "primary input"
slowest_delay_ns: 0.26
warnings: 36
wirelength_um: 612
status: "finished, violations left"
drc: 0
powerDensity_mw_per_mm2: 320
avgSynthCellArea_um2: 9.26
leakagePower_nw: 0.189
fin_ws_ns: -0.338
syn2layout_area_growth_pct: 211
syn-cell-area_um2: 139
violations: "negative setup slack"
==> synth_stat cells <==
cell / number
buf_6: 1
inv_1: 4
buf_4: 1
mux2_4: 1
mux2i_1: 4
ha_1: 4
==> timing repair <==
| action | in CTS | in global routing |
|---|---|---|
| gates resized | 52 | 8 |
| endpoints found under the setup margin | 7 | 5 |
| buffers inserted | 4 | 0 |
| pin swaps | 3 | 2 |
| cloned | 0 | 0 |
==> layout make-up <==
type / count / area, µm²
well taps: 46 / 57.6
fillers: 403 / 2980
multi-input cells: 9 / 188
inverters: 4 / 15.0
repair buffers: 20 / 171
==> critical path, delay by kind of cell <==
family	cells	cell delay, ns
adders and majority gates	3	0.59
buffers and inverters	4	0.34
muxes	1	0.18
==> through the flow <==
stage | worst slack (ns) | instances | util, % | power [W]
2_1_floorplan | -0.158 | 15 | - | 0.0000501
3_3_place_gp | -1.24 | 76 | 10.9 | 0.000120
3_5_place_dp | -1.24 | 76 | 10.9 | 0.000120
4_1_cts | -0.335 | 80 | 11.9 | 0.000133
5_1_grt | -0.380 | 79 | 12.6 | 0.000156
6_report | -0.338 | 79 | 12.6 | 0.000138
==> where the power goes <==
part / switching [W] / internal (W)
clock network: 0 / 0
registers: 0 / 0
logic: 0.0000475 / 0.0000906
total: 0.0000475 / 0.0000906
==> per-layer routing <==
| layer | track usage, % | vias to the layer above | wire [µm] |
|---|---|---|---|
| met3 | 0.795 | 0 | 105 |
| met5 | 0 | - | 0 |
| li1 | - | 84 | - |
| met2 | 2.09 | 15 | 174 |
| met4 | 0 | 0 | 0 |
| met1 | 3.24 | 71 | 332 |
==> logic make-up after synthesis <==
family     after synthesis  share of synthesized area, %
buf+inv                  6                          24.3
mux                      5                          39.6
fa+ha+maj                4                          36.0
==> final timing paths <==
| kind | start | endpoint | slack, ns | cells after the start |
|---|---|---|---|---|
| worst max-delay path | cin | N | -0.34 | 8 |
| worst min-delay path | cin | Sc[0] | 0.93 | 3 |
==> cell usage in the layout (no fill, tap or decap) <==
| master | instances |
|---|---|
| dlygate4sd2_1 | 3 |
| ha_4 | 4 |
| buf_4 | 2 |
| buf_12 | 1 |
| dlymetal6s2s_1 | 2 |
| clkbuf_2 | 1 |
| inv_2 | 2 |
| mux2i_2 | 2 |
| buf_6 | 4 |
| buf_2 | 7 |
| mux2_4 | 1 |
| inv_1 | 2 |
| mux2i_4 | 2 |
No activity file was given, so power comes from the tool's default toggle rates.
