`flow/design.v`:
```
`timescale 1us/10ns
module ALU(ALUA, ALUB, ALUFlagIn, ALUResult, ALUFlags);
parameter bits = 4;
parameter ALUControl=4'h0;
input signed [bits-1:0] ALUA ;
input signed [bits-1:0] ALUB ;
input ALUFlagIn;
output signed [bits-1:0] ALUResult;
output [3:0] ALUFlags;
wire C,N; 
wire V; 
reg Z;
generate
case (ALUControl)
	4'h0 : adder #(.bits(bits))F0(.A(ALUA),.B(ALUB),.cin(ALUFlagIn),.Sc(ALUResult),.Co(C),.N(N),.V(V));
	4'h1 : subtractor #(.bits(bits))F1(.A(ALUA),.B(ALUB),.cin(ALUFlagIn),.Sc(ALUResult),.Co(C),.N(N),.V(V));
	4'h2 : incremento #(.bits(bits))F2(.A(ALUA),.B(ALUB),.cin(ALUFlagIn),.Sc(ALUResult),.Co(C),.N(N),.V(V));
	4'h3 : decremento #(.bits(bits))F3(.A(ALUA),.B(ALUB),.cin(ALUFlagIn),.Sc(ALUResult),.Co(C),.N(N),.V(V));
	4'h4 : compuerta_and  #(.bits(bits))F4(.and_in1(ALUA),.and_in2(ALUB),.and_out(ALUResult),.and_N(N),.and_V(V),.and_C(C));
	4'h5 : compuerta_or   #(.bits(bits))F5(.or_in1(ALUA),.or_in2(ALUB),.or_out(ALUResult),.or_N(N),.or_V(V),.or_C(C));
	4'h6 : compuerta_not  #(.bits(bits))F6(.not_in1(ALUA),.not_in2(ALUB),.not_Fin(ALUFlagIn),.not_out(ALUResult),.not_N(N),.not_V(V),.not_C(C));
	4'h7 : compuerta_xor  #(.bits(bits))F7(.xor_in1(ALUA),.xor_in2(ALUB),.xor_out(ALUResult),.xor_N(N),.xor_V(V),.xor_C(C));
	4'h8 : shiftL #(.bits(bits)) F8(.SL_inA(ALUA), .SL_inB(ALUB),.SL_Fin(ALUFlagIn), .SL_out(ALUResult),.SL_C(C),.SL_N(N),.SL_V(V));
	4'h9 : shiftR #(.bits(bits)) F9(.SR_inA(ALUA), .SR_inB(ALUB),.SR_Fin(ALUFlagIn), .SR_out(ALUResult),.SR_C(C),.SR_N(N),.SR_V(V));
	endcase
endgenerate
always@ (ALUResult) begin
if (ALUResult==0) Z=1;
else Z=0;
end
assign ALUFlags={N,Z,C,V};
endmodule
module adder(A,B,cin,Sc,Co,N,V);
parameter bits=4;
input signed [bits-1:0] A;
input signed [bits-1:0] B;
input cin;
output signed [bits-1:0] Sc;
output Co;
output N,V;
wire signed [bits:0] S;
wire Ck,Ne;
carry_lookahead_adderr #(.bits(bits))CLv(.A(A),.B(B),.cin(cin),.S(S),.Ck(Ck));
assign Sc=S[bits-1:0];
assign Co=S[bits];
assign N=S[bits-1];
assign V=Co^Ck;
endmodule
module carry_lookahead_adderr(A,B,cin,S,Ck);
parameter bits=4;
input signed [bits-1:0] A;
input signed [bits-1:0] B;
input cin;
output signed [bits:0] S;
output Ck;
wire  signed [bits:0] C; 
wire  signed [bits-1:0] G, P;
assign C[0]=cin ;
genvar i;
generate
	for (i=0; i<(bits); i=i+1) begin
		and ANDG(G[i],A[i],B[i]);
		xor XORP(P[i],A[i],B[i]);
	end	
endgenerate
genvar j;
generate
	for (j=1; j<(bits+1); j=j+1) begin
		assign C[j]=G[j-1]|(P[j-1]&C[j-1]);
	end
endgenerate
genvar k;
generate
	for (k=0; k<(bits); k=k+1) begin
		xor XORS(S[k],P[k],C[k]);
	end
endgenerate
assign S[bits]=C[bits];
assign Ck=C[bits-1];  
endmodule 
```
`flow/run.sh`:
```
#!/bin/bash
# OpenROAD 26Q1-2900-gdf79404cd8, Yosys 0.63+post, stock flow scripts
make -C /OpenROAD-flow-scripts/flow DESIGN_CONFIG=/design/flow/config.mk WORK_HOME=/design/flow/orfs finish
```
`flow/config.mk`:
```
export PLATFORM = sky130hd
export DESIGN_NAME = ALU
export DESIGN_NICKNAME = ALU
export VERILOG_FILES = /design/flow/design.v
export SDC_FILE = /design/flow/constraint.sdc
export NUM_CORES = 4
export LEC_CHECK = 1
export CORE_AREA = 10 10 70 70
export DIE_AREA = 0 0 80 80
```
`flow/constraint.sdc`:
```
current_design ALU

set clk_period 3.7
set clk_io_pct 0.2

create_clock -name clk0 -period $clk_period

set non_clock_inputs [all_inputs -no_clocks]
set_input_delay [expr $clk_period * $clk_io_pct] -clock clk0 $non_clock_inputs
set_output_delay [expr $clk_period * $clk_io_pct] -clock clk0 [all_outputs]
```
==> run summary <==
Update from the flow run.

The nature of the critical path endpoint is a primary output. The row count is 21. The cell with the largest stage delay on the worst path is sky130_fd_sc_hd__fa_2. The type of the most critical hold path is input port to primary output. Once placement completed, the tool counted placed cells totaling 75.

The overall die height is 80 um. The synthesized area divided by synthesized cell count is 10.0 um2. The cell-mix breakdown from Yosys lists the simple-gate area share as 9.38%. The number of maximum-capacitance violations recorded for the run is 0. Compared with the post-synthesis result, the final layout area differs by 127%. The flow ran to the end, and the final reports show no timing, DRC or antenna violations.

The wire length of the first global-routing pass is 952 um. The multi-input combinational cells in the finished layout cover a total of 114 um2. The initial core utilization is 4.69%. The synthesized design devotes to its leading area cell type 50.0% of total area. The yosys warning tally is 1. The ratio of final minimum period to clock period is 97.5%. The number of antenna violations at the first check in global routing is 0. The cell area that synthesis handed to floorplanning was 160 um2. Summing all multiplexer cells gives an area fraction of 0%. For this run, the script counts the antenna cells in the layout as 0. The count of pins on the block boundary is 17. The global route stage reports its total congestion overflow as 0. The most common cell type on the critical path is sky130_fd_sc_hd__fa_2. The final layout report lists a filler cell count of 401. The final routed wirelength across all metal layers is 612 um.

The final max-slew violation count is 0. For reference, the final report shows the hold violation count at 0. In this build the clock could be raised as far as 277 MHz. The cell taking the most area after synthesis is sky130_fd_sc_hd__fa_1. The clock network is responsible for 0% of the overall power. Counting the clock-network buffers in the layout gives 0. The post-synthesis instance total is 16. The region available for standard cell placement spans 0.00342 mm2. Once iteration 0 of detailed routing completed, the report listed 0 DRC markers. According to the cell report, flip-flops and latches in the layout number 0. Setup repair after global routing left no endpoint under its margin.

The synthesized netlist devotes 50.0% of its cell area to adder and majority cells. The horizontal extent of the die is 80 um. The largest net degree at the start of global routing is 3.

The script computed a power per unit cell area of 162 mW/mm2. The worst slew margin relative to its limit is 87.1%. Once detail routing completed, the nets flagged for antenna violations numbered 0. The measured slew at the worst slew-check pin is 193 ps. The final route contains 150 vias. The layout summary lists the proportion of cells stronger than drive strength 1 as 36.7%.

The logs give a warning total of 35. The net switching power is 18.4 uW. In this run, the synthesized area fraction spent on xor and xnor cells is recorded as 5.47%. The via count of the first global-routing pass is 189. The power report lists cell-internal power as 40.4 uW. The average detailed-routed wire length per instance is 8.05 um. Yosys stat counts 16 cells in the synthesized netlist. Counting I/O delays and the setup requirement, the final critical path takes 3610 ps. The area of the die is 0.00640 mm2. The final RePlAce weighted congestion is 0.776.

The number of input and output port buffers inserted is 17. The final setup TNS is 0 ps. The prevailing logic family in the synthesized netlist is adder cells.

The final report lists the setup-violating endpoint count as 0. The part of the power in registers is 0%. The report shows a maximum critical-path fanout of 2. Summed over all routing layers, the global router reports a total usage of 1.90%. The required arrival time at the worst endpoint is 2960 ps. Per report_power, the combinational group accounts for 100.0% of the total. The post-synthesis compound-gate area fraction is 0%. The number of non-filler instances in the completed layout is 76. The sequential cells in the finished layout cover a total of 0 um2.

The routed design shows a via density per instance of 1.97. The switching share of power is 31.3%. The kind of launch point of the worst setup path is an input port. Synthesis instantiated 5 different standard cells from the library. The total DRC errors in the routed layout is 0. At the worst endpoint, the arrival time is 2870 ps. The number of detailed-routing iterations run before antenna repair is 1.

Listed in order, past its start point the critical path passes clkdlybuf4s15_2 -> fa_2 -> fa_2 -> fa_2 -> inv_2 -> fa_2 -> nor4b_2 -> clkdlybuf4s15_1. The chip area estimate from yosys synthesis is 160 um2. The worst setup path is of the input port to primary output kind. The largest single stage delay on the critical path is 450 ps.

Summing the sequential cell areas from Yosys gives 0% of the chip area. The largest voltage drop on the vdd net is 0.0542 mV. Yosys attributes the largest share of cell area to sky130_fd_sc_hd__fa_1 50%, sky130_fd_sc_hd__buf_4 23%, sky130_fd_sc_hd__inv_1 12%. The leakage power in the latest report is 0.138 nW. The sum of net half-perimeters after detailed placement is 578 um.
==> cell usage in the layout, fill, tap and decap left out, drive strengths merged <==
cell and n:
buf 4, clkdlybuf4s15 2, clkdlybuf4s50 10, dlygate4sd2 3, fa 4, inv 5
nor4b 1, xnor2 1
==> power groups by stage <==
stage	clock [mW]	sequential [mW]	combinational, mW
after CTS	0	0	0.0609
final	0	0	0.0588
after global routing	0	0	0.0662
==> timing repair <==
action / in CTS / in global routing
endpoints found under the setup margin: 6 / 3
pin swaps: 4 / 4
resized: 21 / 0
hold buffers: 0 / 0
cloned: 0 / 0
endpoints found under the hold margin: 0 / 0
setup buffers: 1 / 0
==> per-stage QoR <==
stage / power (mW) / instance area [um2] / utilization [%] / hold WS (ps) / setup WS, ps
after CTS: 0.0609 / 363 / 10.6 / 2010 / 6.80
after floorplan: 0.0255 / 160 / - / 1630 / 266
after detailed placement: 0.0621 / 358 / 10.5 / 2610 / -614
after global routing: 0.0662 / 363 / 10.6 / 2020 / 22.7
final: 0.0588 / 363 / 10.6 / 1990 / 93.8
after global placement: 0.0612 / 358 / 10.5 / 2610 / -593
==> cells in the mapped netlist <==
cell type,count
sky130_fd_sc_hd__buf_4,5
sky130_fd_sc_hd__inv_1,5
sky130_fd_sc_hd__fa_1,4
sky130_fd_sc_hd__nor4b_2,1
sky130_fd_sc_hd__xnor2_1,1
==> path summary, 6_finish.rpt <==
path	start	end	slack, ps	depth (start not counted)
worst max-delay path	ALUA[0]	ALUFlags[2]	90	8
worst min-delay path	ALUB[0]	ALUFlags[2]	1990	4
==> logic make-up (layout without fill, tap and decap cells) <==
family        Yosys count  in the layout
xor+xnor                1              1
simple gates            1              1
buf+inv                10             24
fa+ha+maj               4              4
==> critical path, delay by kind of cell <==
kind                       cells  cell delay [ps]
adders and majority gates      4             1530
buffers and inverters          3              420
and+or+nand+nor                1              170
==> layout make-up <==
type                       instances  area share [%]
inverter                           5            5.17
multi-input combinational          6            31.4
tap                               46            15.9
timing repair buffer              19            47.6
==> per-layer routing <==
| layer | track usage [%] | vias to the layer above | share of wire [%] |
|---|---|---|---|
| met5 | 0 | - | 0 |
| met4 | 0 | 0 | 0 |
| met3 | 0.455 | 0 | 9.2 |
| met2 | 2.09 | 16 | 25 |
| met1 | 3.49 | 66 | 66 |
| li1 | - | 68 | - |
Power figures rest on the tool's default switching activity, not on a simulated workload.
